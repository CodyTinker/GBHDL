**flow/config.mk**
```make
export PLATFORM = sky130hd
export DESIGN_NAME = controller_sequencer
export DESIGN_NICKNAME = controller_sequencer
export VERILOG_FILES = /design/flow/design.v
export SDC_FILE = /design/flow/constraint.sdc
export NUM_CORES = 4
export LEC_CHECK = 1
export CORE_AREA = 10 10 70 70
export DIE_AREA = 0 0 80 80
```
**flow/constraint.sdc**
```tcl
current_design controller_sequencer

set clk_period 1.2
set clk_io_pct 0.2

create_clock -name clk0 -period $clk_period [get_ports {i_clk}]

set non_clock_inputs [all_inputs -no_clocks]
set_input_delay [expr $clk_period * $clk_io_pct] -clock clk0 $non_clock_inputs
set_output_delay [expr $clk_period * $clk_io_pct] -clock clk0 [all_outputs]
```
**flow/design.v**
```verilog
module controller_sequencer #(
  parameter                             OPCODE_TYPE_LENGTH = 4,
  parameter                             ALU_OPCODE_WIDTH = 3,
  parameter                             ADDR_LENGTH = 3,
  parameter                             DATA_WIDTH = 8
)(
  input                                 i_clk,
  input                                 i_reset,
  input [OPCODE_TYPE_LENGTH-1:0]        i_opcode_type,
  input [DATA_WIDTH-1:0]                i_literal_value_in,
  input [ADDR_LENGTH-1:0]               i_addr_A,
  input [ADDR_LENGTH-1:0]               i_addr_B,
  output reg [ADDR_LENGTH-1:0]          o_register_file_addr,
  output reg                            o_register_file_wr,
  output reg                            o_register_file_addr_wr,
  output reg                            o_register_file_rd,
  output reg                            o_register_file_addr_rd,
  output reg                            o_accumulator_reg_wr,
  output reg                            o_tmp_reg_wr,
  output reg                            o_tmp_reg_rd,
  output reg [ALU_OPCODE_WIDTH-1:0]     o_alu_control,
  output reg                            o_alu_rd,
  output reg                            o_flags_reg_rd,
  output reg                            o_wr_mem,
  output reg                            o_rd_mem
);
  localparam S_RESET = 0;
  localparam S_IDLE = 1;
  localparam S_NULL_CYCLE = 2;
  localparam S_FETCH_PC_OUT = 4;
  localparam S_FETCH_PC_INC = 5;
  localparam S_FETCH_STORE_INST_REG = 6;
  localparam S_LD_REG_REG_STORE_TEMP = 8;
  localparam S_LD_REG_REG_LOAD_TEMP_REG = 9;
  localparam OP_LD_REG_REG = 0;
  reg [7:0] state;
  reg [OPCODE_TYPE_LENGTH-1:0] opcode_reg;
  reg [DATA_WIDTH-1:0] literval_value_reg;
  reg [ADDR_LENGTH-1:0] addr_A_reg;
  reg [ADDR_LENGTH-1:0] addr_B_reg; 
  always@(posedge i_clk) begin
    if (i_reset) begin
      state <= S_RESET;
    end else begin
      case (state) 
        S_RESET                     : state <= S_IDLE;
        S_IDLE                      : state <= S_FETCH_PC_OUT;
        S_NULL_CYCLE                : state <= S_IDLE;  
        S_FETCH_PC_OUT              : state <= S_FETCH_PC_INC;
        S_FETCH_PC_INC              : state <= S_FETCH_STORE_INST_REG;
        S_FETCH_STORE_INST_REG      : begin
                                      case (i_opcode_type) 
                                        OP_LD_REG_REG: state <= S_LD_REG_REG_STORE_TEMP;
                                        default : state <= S_IDLE;
                                      endcase
                                      end
        S_LD_REG_REG_STORE_TEMP     : state <= S_LD_REG_REG_LOAD_TEMP_REG;
        S_LD_REG_REG_LOAD_TEMP_REG  : state <= S_FETCH_PC_INC;  
      endcase
    end
  end
  always@(posedge i_clk) begin
    if (i_reset) begin
      opcode_reg <= {OPCODE_TYPE_LENGTH{1'b0}};
      literval_value_reg <= {DATA_WIDTH{1'b0}};
      addr_A_reg <= {ADDR_LENGTH{1'b0}};
      addr_B_reg <= {ADDR_LENGTH{1'b0}}; 
    end else begin
      case (state)
        S_FETCH_STORE_INST_REG      : begin
                                      opcode_reg <= i_opcode_type;
                                      literval_value_reg <= i_literal_value_in;
                                      addr_A_reg <= i_addr_A;
                                      addr_B_reg <= i_addr_B; 
                                      end
        default                     : begin
                                      opcode_reg <= opcode_reg;
                                      literval_value_reg <= literval_value_reg;
                                      addr_A_reg <= addr_A_reg;
                                      addr_B_reg <= addr_B_reg; 
                                      end
      endcase
    end
  end
  always@(*) begin 
    case (state)
      S_FETCH_PC_OUT                : begin
                                      o_register_file_addr <= {{(ADDR_LENGTH-3){1'b0}}, 3'h3};
                                      o_register_file_wr <= 1'b0;
                                      o_register_file_addr_wr <= 1'b0;
                                      o_register_file_rd <= 1'b0;
                                      o_register_file_addr_rd <= 1'b1;
                                      o_accumulator_reg_wr <= 1'b0;
                                      o_tmp_reg_wr <= 1'b0;
                                      o_tmp_reg_rd <= 1'b0;
                                      o_alu_control <= {ALU_OPCODE_WIDTH{1'b0}};
                                      o_alu_rd <= 1'b0;
                                      o_flags_reg_rd <= 1'b0;
                                      o_wr_mem <= 1'b0;
                                      o_rd_mem <= 1'b1;
                                      end
      S_FETCH_PC_INC                : begin
                                      o_register_file_addr <= {{(ADDR_LENGTH-3){1'b0}}, 3'h3};
                                      o_register_file_wr <= 1'b0;
                                      o_register_file_addr_wr <= 1'b1;
                                      o_register_file_rd <= 1'b0;
                                      o_register_file_addr_rd <= 1'b1;
                                      o_accumulator_reg_wr <= 1'b0;
                                      o_tmp_reg_wr <= 1'b0;
                                      o_tmp_reg_rd <= 1'b0;
                                      o_alu_control <= {ALU_OPCODE_WIDTH{1'b0}};
                                      o_alu_rd <= 1'b0;
                                      o_flags_reg_rd <= 1'b0;
                                      o_wr_mem <= 1'b0;
                                      o_rd_mem <= 1'b0;
                                      end
      S_FETCH_STORE_INST_REG        : begin  
                                      o_register_file_addr <= {ADDR_LENGTH{1'b0}};
                                      o_register_file_wr <= 1'b0;
                                      o_register_file_addr_wr <= 1'b0;
                                      o_register_file_rd <= 1'b0;
                                      o_register_file_addr_rd <= 1'b0;
                                      o_accumulator_reg_wr <= 1'b0;
                                      o_tmp_reg_wr <= 1'b0;
                                      o_tmp_reg_rd <= 1'b0;
                                      o_alu_control <= {ALU_OPCODE_WIDTH{1'b0}};
                                      o_alu_rd <= 1'b0;
                                      o_flags_reg_rd <= 1'b0;
                                      o_wr_mem <= 1'b0;
                                      o_rd_mem <= 1'b0;
                                      end
      S_LD_REG_REG_STORE_TEMP       : begin
                                      o_register_file_addr <= i_addr_B;
                                      o_register_file_wr <= 1'b0;
                                      o_register_file_addr_wr <= 1'b0;
                                      o_register_file_rd <= 1'b1;
                                      o_register_file_addr_rd <= 1'b0;
                                      o_accumulator_reg_wr <= 1'b0;
                                      o_tmp_reg_wr <= 1'b1;
                                      o_tmp_reg_rd <= 1'b0;
                                      o_alu_control <= {ALU_OPCODE_WIDTH{1'b0}};
                                      o_alu_rd <= 1'b0;
                                      o_flags_reg_rd <= 1'b0;
                                      o_wr_mem <= 1'b0;
                                      o_rd_mem <= 1'b0;
                                      end
      S_LD_REG_REG_LOAD_TEMP_REG    : begin
                                      o_register_file_addr <= i_addr_A;
                                      o_register_file_wr <= 1'b1;
                                      o_register_file_addr_wr <= 1'b0;
                                      o_register_file_rd <= 1'b0;
                                      o_register_file_addr_rd <= 1'b0;
                                      o_accumulator_reg_wr <= 1'b0;
                                      o_tmp_reg_wr <= 1'b0;
                                      o_tmp_reg_rd <= 1'b1;
                                      o_alu_control <=
                                      o_alu_rd <= 1'b0;
                                      o_flags_reg_rd <= 1'b0;
                                      o_wr_mem <= 1'b0;
                                      o_rd_mem <= 1'b0;
                                      end
      default                       : begin
                                      o_register_file_addr <= {ADDR_LENGTH{1'b0}};
                                      o_register_file_wr <= 1'b0;
                                      o_register_file_addr_wr <= 1'b0;
                                      o_register_file_rd <= 1'b0;
                                      o_register_file_addr_rd <= 1'b0;
                                      o_accumulator_reg_wr <= 1'b0;
                                      o_tmp_reg_wr <= 1'b0;
                                      o_tmp_reg_rd <= 1'b0;
                                      o_alu_control <= {ALU_OPCODE_WIDTH{1'b0}};
                                      o_alu_rd <= 1'b0;
                                      o_flags_reg_rd <= 1'b0;
                                      o_wr_mem <= 1'b0;
                                      o_rd_mem <= 1'b0;
                                      end
    endcase
  end
endmodule
```
**flow/run.sh**
```bash
#!/bin/bash
# OpenROAD 26Q1-2900-gdf79404cd8, Yosys 0.63+post, stock flow scripts
make -C /OpenROAD-flow-scripts/flow DESIGN_CONFIG=/design/flow/config.mk WORK_HOME=/design/flow/orfs finish
```
==> metrics.csv <==
stage,metric,value,unit
sta,final_hold_viol_count,0,
clock_network,cts-htree-levels,1,
placement,port_buffers,22,
clock_network,cts_made_buffers,3,
sta,max_freq,0.770,GHz
sta,finalClockPeriodUsage,108,%
placement,place_hpwl,809,um
finish,drive_above_1_share,37.1,%
finish,area_growth,104,%
floorplan,dieArea,6400,sq um
floorplan,die_w,80,um
yosys,ys_cells,34,
setup_path,reg2reg_depth,4,
clock_network,cts_root_buf,clkbuf_4,
clock_network,clk_pin_slew,0.05,ns
yosys,ys_seq_share,43.9,%
yosys,yosys_area,319,sq um
status,status,"complete, but fails checks",
clock_network,cts_hold_buf,0,
status,violations,setup timing,
detailed_routing,via_per_inst,2.95,
detailed_routing,drtIter0Drc,2,
setup_path,cp.required,0.96,ns
finish,fin_area,651,sq um
finish,largest_reg_flops,7,
setup_path,worstSetupPathType,flop to output port,
finish,final_core_util,19.0,%
sta,rsz0062_at_grt,yes,
setup_path,slowest_stage,dfxtp_4,
setup_path,cpPeakStageDelay,0.35,ns
yosys,area_leaders,"dfxtp_1, buf_4, nor2b_1",
flow_run,tool_warnings,35,
global_route,grt_pass1_vias,322,
yosys,synthCells,34,
setup_path,crit_path_start_kind,flop,
power_and_ir_drop,power.density_cell_area,773,nW/um^2
yosys,yosysWarnings,1,
setup_path,crit_buf_inv,2,
floorplan,initCoreUtil,9.34,%
detailed_routing,routed_wl,1070,um
global_route,overflow,0,
detailed_routing,detail_route.wl_per_cell,9.92,um
yosys,top_area_share,43.9,%
sta,setup_slack,-0.0986,ns
setup_path,cp_cell_sequence,buf_6 -> a22oi_2 -> nand2_1 -> clkbuf_2,
clock_network,clk_latency,0.25,ns
setup_path,worstPathArrival,1.06,ns
detailed_routing,drt-pass1-iter-count,2,
global_route,grt_pass1_wl,1550,um
sta,drv_slew,0,
sta,finClkSkew,0.00331,ns
global_route,grt_usage,3.09,%
floorplan,die_h,80,um
sta,timing.hold.ws,0.303,ns
detailed_routing,drc,0,
finish,reg_top3,state x7,
setup_path,crit_fanout,3,
setup_path,rrSetupSlack,0.36,ns
power_and_ir_drop,leakagePower,0.338,nW
global_route,grt_max_degree,8,
sta,fin_crit,1.30,ns
detailed_routing,n_antenna_cell,0,
yosys,syn_avg_cell_area,9.38,sq um
yosys,ys.flops,7,
clock_network,cts_buffer_depth,2,
finish,final_cell_count_no_fill,108,
hold_path,whs_path_depth,3,
detailed_routing,drtAntennaViolNets,0,
setup_path,path_delay_family,flip-flops,
detailed_routing,vias,319,
clock_network,cts_tree,done,
yosys,netlist_area,319,sq um
placement,placed_area,556,sq um
global_route,antenna_found_initial,0,
yosys,yosysUniqueCellTypes,14,
setup_path,cp-end-kind,output port,
hold_path,hold_path.class,input port to flop,
sta,tns,-0.206,ns
sta,setup_viol,3,
floorplan,ios,37,
floorplan,rows,21,
floorplan,core_area,3420,sq um
setup_path,cp.depth,4,
flow_run,max_cap_violations,0,
placement,dp_cells,99,
finish,regMostFlops,state,
placement,gp_congestion,0.754,
power_and_ir_drop,ir_worst_vdd,0.000264,V
yosys,top_area_cell,dfxtp_1,
clock_network,cts_sinks,7,
-- power by group --
part,total [W],leakage (nW),switching (W),internal (W)
clock,0.000208,0.0150,0.0000813,0.000127
sequential,0.000237,0.0601,0.00000383,0.000233
combinational,0.0000582,0.263,0.0000188,0.0000394
total,0.000503,0.338,0.000104,0.000399
-- cells in the mapped netlist, drive strengths merged --
master and count:
inv 2, a22oi 2, a21oi 1, nor3b 1, buf 9, nor2 2
a22o 1, o41ai 1, nand2 2, dfxtp 7, or4 1, nor2b 3
conb 1, nor3 1
-- cell usage in the layout (no fill, tap or decap), types with 3 or more instances in the layout --
| master | count |
|---|---|
| clkbuf_4 | 3 |
| clkbuf_2 | 3 |
| dlygate4sd2_1 | 4 |
| buf_6 | 5 |
| nor2b_1 | 3 |
| dfxtp_4 | 3 |
| conb_1 | 6 |
| dlymetal6s2s_1 | 4 |
| dfxtp_1 | 3 |
| clkdlybuf4s50_1 | 7 |
-- tightest hold or removal path, stage by stage --
cell and delay, ns:
dlymetal6s2s_1 0.10, or4_4 0.13, nor3b_2 0.03
-- cell type report --
type                    instances  area (sq um)
clock buffers                   4          26.3
inverters                       2          7.51
fillers                       381          2770
well taps                      46          57.6
flip-flops and latches          7           153
repair buffers                 28           267
multi-input cells              21           140
-- cells by family (layout without fill, tap and decap cells) --
logic type	Yosys count	after routing	share of synthesized area [%]
buffers and inverters	11	34	23.5
other	1	6	1.18
AOI/OAI and AO/OA	5	5	11.8
DFF	7	7	43.9
and+or+nand+nor	10	10	19.6
-- repair_timing --
action,4_1_cts,5_1_grt
pin swaps,5,7
endpoints found under the hold margin,0,0
buffers inserted,3,2
setup endpoints to repair,11,10
resized,25,18
-- through the flow --
stage | power [W] | setup WS, ns
finish | 0.000503 | -0.0986
global route | 0.000537 | -0.155
CTS | 0.000521 | -0.192
detailed placement | 0.000311 | -0.352
global placement | 0.000311 | -0.357
floorplan | 0.000267 | 0.216
-- per-layer routing --
| metal | vias up | global-route usage, % | wire (um) |
|---|---|---|---|
| met5 | - | 0 | 0 |
| met4 | 0 | 0.176 | 0 |
| met3 | 0 | 2.61 | 187 |
| met2 | 28 | 3.85 | 332 |
| met1 | 135 | 4.08 | 551 |
| li1 | 156 | - | - |
-- worst paths after layout --
path	start	end
max	state[5]	o_register_file_addr[0]
max reg2reg	state[5]	state[6]
min reg2reg	state[0]	state[6]
min	i_opcode_type[0]	state[1]
Power figures rest on the tool's default switching activity, not on a simulated workload.
